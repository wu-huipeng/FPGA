==> ./design.v <==
module Blt_Uart_Read(
	input					clk,
	input					rst,
	output				ack,			 
	output[7:0]				data_out,		 
	input					blt_rx
);
parameter	CYCLE				= 50 * 1000_000 / 115200;
localparam		S_IDLE	=	'd1;
localparam		S_START	=	'd2;
localparam		S_DATA	=	'd3;
localparam		S_STOP	=	'd4;		
reg[2:0]	state , next_state;
reg 		blt_rx_d0 , blt_rx_d1;
reg[23:0]	clk_cnt;
reg[7:0]	data_reg;
reg[3:0]	data_bit;
wire	blt_edge;
assign blt_edge 	= 	((~blt_rx_d0) & blt_rx_d1);
assign data_out 	= 	data_reg;
assign ack 		= 	(state == S_STOP && state != next_state) ? 1'b1 : 1'b0;
always@(posedge clk or negedge rst)
begin
	if(rst == 1'b0)
		begin
			blt_rx_d0 <= 1'b1;
			blt_rx_d1 <= 1'b1;
		end
	else
		begin
			blt_rx_d0 <= blt_rx;
			blt_rx_d1 <= blt_rx_d0;
		end
end
always@(posedge clk or negedge rst)
begin
	if(rst == 1'b0)
		state <= S_IDLE;
	else
		state <= next_state;
end
always@(*)
begin
	case(state)
	S_IDLE:
		if(blt_edge == 1'b1)
			next_state <= S_START;
		else
			next_state <= S_IDLE;
	S_START:
		if(clk_cnt >= CYCLE)
			next_state <= S_DATA;
		else
			next_state <= S_START;
	S_DATA:
		if(clk_cnt >= CYCLE && data_bit == 'd7)
			next_state <= S_STOP;
		else
			next_state <= S_DATA;
	S_STOP:
		if(clk_cnt >= CYCLE)
			next_state <= S_IDLE;
		else
			next_state <= S_STOP;
	default:
		next_state <= S_IDLE;
	endcase
end
always@(posedge clk or negedge rst)
begin
	if(rst == 1'b0)
		clk_cnt <= 'd0;
	else if(clk_cnt >= CYCLE)
		clk_cnt <= 'd0;
	else if(state == S_IDLE)
		clk_cnt <= 'd0;
	else
		clk_cnt <= clk_cnt + 1'b1;
end
always@(posedge clk or negedge rst)
begin
	if(rst == 1'b0)
		data_bit <= 'd0;
	else if(state == S_DATA)
		if(clk_cnt >= CYCLE)
			data_bit <= data_bit + 1'b1;
		else
			data_bit <= data_bit;
	else
		data_bit <= 'd0;
end
always@(posedge clk or negedge rst)
begin
	if(rst == 1'b0)
		data_reg <= 'd0;
	else if(state == S_DATA)
		if(clk_cnt == 'd250)
			data_reg <= {blt_rx,data_reg[7:1]};
		else
			data_reg <= data_reg;
	else
		data_reg <= data_reg;
end
endmodule
==> ./run.sh <==
#!/bin/bash
# OpenROAD 26Q1-2900-gdf79404cd8, Yosys 0.63+post, stock flow scripts
make -C /OpenROAD-flow-scripts/flow DESIGN_CONFIG=/design/flow/config.mk WORK_HOME=/design/flow/orfs finish
==> ./config.mk <==
export PLATFORM = sky130hd
export DESIGN_NAME = Blt_Uart_Read
export DESIGN_NICKNAME = Blt_Uart_Read
export VERILOG_FILES = /design/flow/design.v
export SDC_FILE = /design/flow/constraint.sdc
export NUM_CORES = 4
export LEC_CHECK = 1
export CORE_UTILIZATION = 40
export SYNTH_HDL_FRONTEND = slang
==> ./constraint.sdc <==
current_design Blt_Uart_Read

set clk_period 3.1
set clk_io_pct 0.2

create_clock -name clk0 -period $clk_period [get_ports {clk}]

set non_clock_inputs [all_inputs -no_clocks]
set_input_delay [expr $clk_period * $clk_io_pct] -clock clk0 $non_clock_inputs
set_output_delay [expr $clk_period * $clk_io_pct] -clock clk0 [all_outputs]
==> summary.txt <==
flow finished, numbers: R2R Path Start clk_cnt[18]$_DFF_PN0_, routability cong. 0.781, overall die height 65.7 µm, Main synth FF type dfrtp_1, initial antenna violation count 0, Syn Area/Cell 12.4 µm², CP arrival 2.13 ns, placed cell areas 0.00184 mm², YS chip area 0.00162 mm², CTS buffer count 5, aoi share 0.0632, max-cap violation count 0, asr flop ratio synth 1.00, clk slew on worst S/H paths 0.07 ns, vias in the first global route 976, fin area 0.00193 mm², Final Setup Violations 0, Chip Area 0.00432 mm², DRC viols 0, Synth area leaders dfrtp_1, mux2_2, dfstp_2, diodes inserted 0, CTS Buffer Depth 2, leakage 0.857 nW, Setup TNS 0 ns, DRT Pass-1 Iters 4, Mapped Cells 131, Num Clock Sinks 41, Rows 22, post-cts sizing count 0, Flops after synth 41, clk root buf clkbuf_8, Layout area overhead 19.0%, XORs/XNORs by Area 0.0378, wire length of the first global-routing pass 4230 µm, vias after detailed routing 999, Crit Path Max Fanout 4, commonest cells in the netlist dfrtp_1, nor2_1, mux2_2, nand2_1, nand3_1, num ports 12, Routed Antenna Nets 0, Core Area 0.00377 mm², Crit Path Category reg -> out, # H-tree levels 2, EDFF count, synth 0, CP Launch Type flip-flop, achievable frequency 0.364 GHz, Setup Skew 0.00269 ns, FP Core Util 0.430, crit path capture type output port, Seq share, synth 0.635, Post-Synth Adder-Cell Area 0.0231, Cell Type Count 33, Crit. Startpoint clk_cnt[0]$_DFF_PN0_, Vias/cell 4.71, r2r endpoint data_out[7]$_DFFE_PN0P_, area fraction in mux cells 0.0617, Dominant comb cell simple AND/OR/NAND/NOR gates, worst slew pin tran 0.719 ns, cell total in the yosys stat output 131, WL/cell 11.2 µm, Post-CTS Setup Bufs 0, DP Wirelength 1650 µm, largest net degree at the start of global routing 42, GRT Total Usage 0.132, DRT Wirelength 2370 µm, post-synth top area share 0.586, Final Max Tran Viols 0, worst vdd ir 0.366 mV, CTS tree done, Synth Area in Simple Gates 0.172, most common cell in the netlist dfrtp_1, OpenROAD warnings 26, Worst Hold Class reg -> reg, status finished, final reports clean, clock latency on the worst-skew pair 0.29 ns, Buffers on Ports 11, post-synth top area cell dfrtp_1, CP Capture Point ack, global route overflow 0, pwr/cell area 553 mW/mm², RSZ-0062 raised after global routing false, yosys warns 0, final worst path period need 2.75 ns, worst endpoint required time 2.48 ns, hold buffers post-CTS 0, final hold vios 0, R2R depth 4, Cell Area, Synth 0.00162 mm², max_slew headroom 0.519, initial drt markers 53, cycle use final 0.886, R2R setup slack 1.10 ns, filler cell count 327, Die Wd 65.7 µm, layout cells sized above 1 0.140
## flip-flops by register name, indices dropped and copies added (netlist names)
name,count
data_out,8
blt_rx_d0,1
blt_rx_d1,1
data_bit,4
state,3
clk_cnt,24
## per-stage QoR
step | utilization | total power, mW | instances | setup WS (ns) | hold WS [ns]
2_1_floorplan | - | 0.703 | 145 | 1.27 | 0.324
3_3_place_gp | 0.489 | 0.742 | 204 | 0.745 | 0.356
3_5_place_dp | 0.489 | 0.744 | 204 | 0.663 | 0.358
4_1_cts | 0.512 | 1.08 | 212 | 0.344 | 0.369
5_1_grt | 0.512 | 1.13 | 212 | 0.100 | 0.377
6_report | 0.512 | 1.07 | 212 | 0.355 | 0.370
## cells by family (layout without fill, tap and decap cells)
| family | count (synthesis) | after routing |
|---|---|---|
| and+or+nand+nor | 52 | 52 |
| DFF | 41 | 41 |
| AOI/OAI and AO/OA | 16 | 16 |
| muxes | 9 | 9 |
| xor gates and xnor gates | 7 | 7 |
| adders and majority gates | 3 | 3 |
| buffers and inverters | 2 | 21 |
| other | 1 | 15 |
## worst min-delay path by stage
stage / startpoint / to / slack, ns / cells after the start
4_1_cts: blt_rx_d0$_DFF_PN1_ / blt_rx_d1$_DFF_PN1_ / 0.37 / 0
5_1_grt: blt_rx_d0$_DFF_PN1_ / blt_rx_d1$_DFF_PN1_ / 0.38 / 0
6_report: blt_rx_d0$_DFF_PN1_ / blt_rx_d1$_DFF_PN1_ / 0.37 / 0
## critical path: stages, from the launching register on
cell and delay, ns:
dfrtp_1 0.39, inv_1 0.06, ha_1 0.20, nor4_1 0.25, o21ai_0 0.24, nor2_1 0.22, nor2_1 0.08, clkdlybuf4s50_1 0.39
## area by class of cell
cell class                      instances  area [µm²]  area share
Multi-Input combinational cell        102         637       0.330
Tap cell                               48        60.1      0.0311
Clock buffer                            6        72.6      0.0376
Sequential cell                        41        1030       0.533
Timing Repair Buffer                   12         113      0.0583
Clock inverter                          2        15.0     0.00778
Inverter                                1        3.75     0.00194
## placed cells by master, fill, tap and decap left out, types with 3 or more instances in the layout
cell type / netlist / routed
dfrtp_1: 38 / 38
nor2_1: 15 / 15
conb_1: 1 / 15
clkdlybuf4s50_1: 0 / 10
nand2_1: 8 / 8
mux2_2: 8 / 8
nand3_1: 6 / 6
a21oi_1: 5 / 5
clkbuf_8: 0 / 5
nor4_1: 4 / 4
nand4_1: 4 / 4
o21ai_0: 4 / 4
nand2b_1: 4 / 4
xor2_1: 4 / 4
nor3_1: 3 / 3
xnor2_1: 3 / 3
ha_1: 3 / 3
dfstp_2: 3 / 3
## metal layers
layer  up-vias  GRT usage  share of wire
met5         -          0              0
met4         0     0.0245          0.024
met3         7     0.0352          0.041
met2        13      0.193           0.44
met1       463      0.211           0.50
li1        516          -              -
## power by group
part           internal (mW)  leakage, nW  switching (mW)
combinational         0.0518        0.299          0.0673
clock                  0.158       0.0374           0.172
sequential             0.581        0.520          0.0371
total                  0.791        0.857           0.276
Power is estimated from default activity; no workload was simulated.
