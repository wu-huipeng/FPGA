==> /design/flow/design.v <==
module Lcd_Drive(
	input					clk,
	input					clk_9M,
	input					rst,
	output				lcdclk_9M,				 
	output				lcd_de,					 
	output				lcd_vsync,				 
	output				lcd_hsync,				 
	output reg[23:0]	lcd_data,					 
	input[23:0]			data_in,
	input					add_graph,
	input					sub_graph,
	input			up,
	input			down,
	input			left,
	input			right,
	input			select
);
localparam  H_TOTAL_TIME		= 525;
localparam	H_ADDR_TIME			= 480;
localparam	H_SYNC_TIME			= 41;
localparam	H_BACK_PORCH		= 2;
localparam 	V_TOTAL_TIME		= 286;
localparam	V_ADDR_TIME			= 272;
localparam	V_SYNC_TIME			= 10;
localparam	V_BACK_PORCH		= 2;
reg[11:0]		cnt_h;
reg[9:0]		cnt_v;
wire  	h_valid;		 
wire		v_valid;		 
wire[8:0]	cur_x;		 
wire[8:0]	cur_y;		 
wire[23:0]		lcd_data_in;
assign h_valid = (cnt_h >= H_SYNC_TIME + H_BACK_PORCH) && (cnt_h < H_TOTAL_TIME- H_BACK_PORCH);
assign v_valid = (cnt_v >= V_SYNC_TIME + V_BACK_PORCH) && (cnt_v < V_TOTAL_TIME - V_BACK_PORCH);
assign cur_x = (h_valid == 1'b1)  ? (cnt_h - H_SYNC_TIME - H_BACK_PORCH) : 'd0;
assign cur_y = (v_valid == 1'b1)  ? (cnt_v - V_SYNC_TIME - V_BACK_PORCH) : 'd0;
assign lcd_de = v_valid & h_valid;    
assign lcd_hsync = (cnt_h < H_SYNC_TIME) ? 1'b0 : 1'b1;
assign lcd_vsync = (cnt_v < V_SYNC_TIME) ? 1'b0 : 1'b1;
assign lcdclk_9M = clk_9M;
always@(posedge clk_9M or negedge rst)
begin
	if(rst == 1'b0)
		cnt_h <= 'd0;
	else if(cnt_h >= H_TOTAL_TIME)
		cnt_h <= 'd0;
	else
		cnt_h <= cnt_h + 1'b1;
end
always@(posedge clk_9M or negedge rst)
begin
	if(rst == 1'b0)
		cnt_v <= 'd0;
	else if(cnt_v >= V_TOTAL_TIME &&cnt_h >= H_TOTAL_TIME)
		cnt_v <= 'd0;
	else if(cnt_h >= H_TOTAL_TIME)
		cnt_v <= cnt_v + 1'b1;
end
always@(posedge clk_9M or negedge rst)
begin
	if(rst == 1'b0)
		lcd_data <= 'd0;
	else if(v_valid && h_valid)
		lcd_data <= lcd_data_in;
	else
		lcd_data <= 24'hffffff;
end
Lcd_Ge_Data Lcd_Ge_Data_V(
	.clk(clk),
	.rst(rst),
	.cur_x(cur_x),
	.cur_y(cur_y),
	.add_graph(add_graph),
	.sub_graph(sub_graph),
	.up(up),
	.down(down),
	.left(left),
	.right(right),
	.select(select),
	.lcd_data_out(lcd_data_in)
);
endmodule
module Lcd_Ge_Data(
	input			clk,
	input			rst,
	input[8:0]		cur_x,
	input[8:0]		cur_y,
	input			add_graph,
	input			sub_graph,
	input			up,
	input			down,
	input			left,
	input			right,
	input			select,
	output reg[23:0]	lcd_data_out
);
reg[18:0]	Snake[0:7];		 
reg[17:0]	Food;				 
reg			eated;			 
reg[2:0]		add_index;
reg[2:0]		sub_index;
reg[2:0]		sel_index;
reg[1:0]		direct;
integer i;
always@(posedge clk or negedge rst)
begin
	if(rst == 1'b0)
		direct <= 2'b00;
	else if(up == 1'b1 && direct != 2'b01)
		direct <= 2'b00;
	else if(down == 1'b1 && direct != 2'b00)
		direct <= 2'b01;
	else if(left == 1'b1 && direct != 2'b11)
		direct <= 2'b10;
	else if(right == 1'b1 && direct != 2'b10)
		direct <= 2'b11;
	else
		direct <= direct;
end
localparam	SPEED = 'd25_000_000;	 
reg[30:0]	speed;
always@(posedge clk or negedge rst)
begin
	if(rst == 1'b0)
		speed <= 'd0;
	else if(speed >= SPEED)
		speed <= 'd0;
	else
		speed <= speed + 1'b1;
end
always@(posedge clk or negedge rst)
begin
	if(rst == 1'b0)
	begin
		add_index <= 'd1;
		sub_index <= 'd0;
	end
	else if(eated == 1'b1 && add_index < 'd7)
	begin
		sub_index <= add_index;
		add_index <= add_index + 1'b1;
	end
	else if(sub_graph == 1'b1 && add_index > 'd0)
	begin
		add_index <= sub_index;
		if(sub_index > 'd0)
			sub_index <= sub_index - 1'b1;
		else
			sub_index <= sub_index;
	end
end
always@(posedge clk or negedge rst)
begin
	if(rst == 1'b0)
		Food <= {9'd40,9'd50};
	else if(eated == 1'b1)
		Food <= {1'b0,Food[8]^Food[7]^Food[6]^Food[5],Food[7:1],1'b0,Food[16:10],Food[9]^Food[17]};
end
always@(posedge clk or negedge rst)
begin
	if(rst == 1'b0)
		eated <= 1'b0;
	else	if(((Food[17:9] - Snake[0][18:10] < 'd15) &&(Food[8:0] - Snake[0][9:1] < 'd15)) || ((Snake[0][18:10] - Food[17:9] < 'd15) &&(  Snake[0][9:1] - Food[8:0] < 'd15)))
		eated <= 1'b1;
	else
		eated <= 1'b0;
end
always@(posedge clk or negedge rst)
begin
	if(rst == 1'b0)
		for(i=0;i<8;i=i+1)
		begin
			if(i == 'd0)
				Snake[i] <= {9'd300,9'd60,1'b1};
			else
				Snake[i] <= 'd0;
		end
	else if(eated == 1'b1)
		Snake[add_index] <= Snake[sub_index];
	else if(sub_graph == 1'b1)
		Snake[sub_index] <= 'd0;
	else if(speed >= SPEED)
	begin
		case(direct)
		2'b00:Snake[0][9:1] <= Snake[0][9:1] - 'd25;
		2'b01:Snake[0][9:1] <= Snake[0][9:1] + 'd25;
		2'b10:Snake[0][18:10] <= Snake[0][18:10] - 'd25;
		2'b11:Snake[0][18:10] <= Snake[0][18:10] + 'd25;
		endcase
		for(i = 1;i<= sub_index ;i=i+1)
			Snake[i] <= Snake[i-1];
	end
end
always@(posedge clk or negedge rst)
begin
	if(rst == 1'b0)
		sel_index <= 'd0;
	else if(select == 1'b1)
		if(sel_index >= add_index)
			sel_index <= 'd0;
		else
			sel_index <= sel_index + 1'b1;
	else
		sel_index <= sel_index;
end
always@(posedge clk)
begin		
	if(cur_x >= Snake[0][18:10] && cur_x < Snake[0][18:10] + 'd25 &&  cur_y >= Snake[0][9:1] && cur_y < Snake[0][9:1]+'d25 && cur_y >= Snake[0][9:1] && cur_y < Snake[0][9:1]+'d25 && Snake[0][0] == 1'b1)
		lcd_data_out = 24'hABCDEF;
	else if(cur_x >= Snake[1][18:10] && cur_x < Snake[1][18:10] + 'd25 &&  cur_y >= Snake[1][9:1] && cur_y < Snake[1][9:1]+'d25 && cur_y >= Snake[1][9:1] && cur_y < Snake[1][9:1]+'d25 && Snake[1][0] == 1'b1)
		lcd_data_out = 24'hFACDEB;
	else if(cur_x >= Snake[2][18:10] && cur_x < Snake[2][18:10] + 'd25 &&  cur_y >= Snake[2][9:1] && cur_y < Snake[2][9:1]+'d25 && cur_y >= Snake[2][9:1] && cur_y < Snake[2][9:1]+'d25 && Snake[2][0] == 1'b1)
		lcd_data_out = 24'hFACDEB;
	else if(cur_x >= Snake[3][18:10] && cur_x < Snake[3][18:10] + 'd25 &&  cur_y >= Snake[3][9:1] && cur_y < Snake[3][9:1]+'d25 && cur_y >= Snake[3][9:1] && cur_y < Snake[3][9:1]+'d25 && Snake[3][0] == 1'b1)
		lcd_data_out = 24'hFACDEB;
	else if(cur_x >= Snake[4][18:10] && cur_x < Snake[4][18:10] + 'd25 &&  cur_y >= Snake[4][9:1] && cur_y < Snake[4][9:1]+'d25 && cur_y >= Snake[4][9:1] && cur_y < Snake[4][9:1]+'d25 && Snake[4][0] == 1'b1)
		lcd_data_out = 24'hFACDEB;
	else if(cur_x >= Snake[5][18:10] && cur_x < Snake[5][18:10] + 'd25 &&  cur_y >= Snake[5][9:1] && cur_y < Snake[5][9:1]+'d25 && cur_y >= Snake[5][9:1] && cur_y < Snake[5][9:1]+'d25 && Snake[5][0] == 1'b1)
		lcd_data_out = 24'hFACDEB;
	else if(cur_x >= Snake[6][18:10] && cur_x < Snake[6][18:10] + 'd25 &&  cur_y >= Snake[6][9:1] && cur_y < Snake[6][9:1]+'d25 && cur_y >= Snake[6][9:1] && cur_y < Snake[6][9:1]+'d25 && Snake[6][0] == 1'b1)
		lcd_data_out = 24'hFACDEB;
	else if(cur_x >= Food[17:9] && cur_x < Food[17:9] + 'd25 &&  cur_y >= Food[8:0] && cur_y < Food[8:0]+'d25 && cur_y >= Food[8:0] && cur_y < Food[8:0]+'d25)
		lcd_data_out = 24'hFACDEB;
	else
		lcd_data_out = 24'hffffff;
end
endmodule
==> /design/flow/run.sh <==
#!/bin/bash
# OpenROAD 26Q1-2900-gdf79404cd8, Yosys 0.63+post, stock flow scripts
make -C /OpenROAD-flow-scripts/flow DESIGN_CONFIG=/design/flow/config.mk WORK_HOME=/design/flow/orfs finish
==> /design/flow/config.mk <==
export PLATFORM = sky130hd
export DESIGN_NAME = Lcd_Drive
export DESIGN_NICKNAME = Lcd_Drive
export VERILOG_FILES = /design/flow/design.v
export SDC_FILE = /design/flow/constraint.sdc
export NUM_CORES = 4
export LEC_CHECK = 1
export CORE_UTILIZATION = 30
export SYNTH_HDL_FRONTEND = slang
==> /design/flow/constraint.sdc <==
current_design Lcd_Drive

set clk_period 12.3
set clk_io_pct 0.2

create_clock -name clk0 -period $clk_period [get_ports {clk}]
create_clock -name clk1 -period $clk_period [get_ports {clk_9M}]

set non_clock_inputs [all_inputs -no_clocks]
set_input_delay [expr $clk_period * $clk_io_pct] -clock clk0 $non_clock_inputs
set_output_delay [expr $clk_period * $clk_io_pct] -clock clk0 [all_outputs]
==> run notes <==
The synthesis and PnR run went through. The chip occupies around 75000 sq um. Power per unit of standard cell area landed at 236 nW/um^2. Total area of multi-input combinational cells landed at 14900 sq um. Total overflow reported by the global router landed at 0.

The STA report counts the stages on the worst setup path as 3. After synthesis, the chip area reported by Yosys is 22300 sq um. The launch point of the worst register-to-register path is recorded as cnt_v[2]. In the final layout, flip-flops and latches occupy 5930 sq um. Setup slack on the worst reg-to-reg path comes out at 8.14 ns.

At the placement stage, the worst setup path has a slack of 3.32 ns. The area growth from synthesis to layout is 10.0%. The most critical setup path has its startpoint at clk_9M.

Horizontal die size landed at 274 um. Overall die height landed at 274 um. Before antenna repair, the detailed router went through around 47 iterations. Per Yosys stat, the portion of area used by sequential elements is 26.7%. The number of antenna diodes in the final layout is 0. Summed over all layers, the routed wires come to 67800 um. The data arrival time reported for the critical path is 6.78 ns. Per STA, the worst path is made up of clkbuf_16 -> clkbuf_16 -> clkdlybuf4s50_1. The flow ran to the end, but the final reports show violations. Count of instantiated cells in the yosys netlist landed at 2665. Final-report setup violation count landed at 0. In the final layout, the share of cells above drive strength 1 is under 10%. The checks that failed: DRC. Routability-driven placement finished with a final weighted congestion of 0.952.

In this run the count of I/O pins placed on the die edge is 62. Along the critical path, the tally of buffer and inverter instances is 3. The commonest register cell is sky130_fd_sc_hd__dfrtp_1. In this run, synthesis inferred 0 flip-flops with an integrated enable. TritonCTS built the clock tree. The tightest min-delay check is of the reg2reg type. According to the floorplan log, the row count is 99.

After clock tree synthesis, the clock-pin slew on the worst setup and hold paths is ~0.06 ns. Slew at the pin closest to its max-slew limit landed at roughly 0.94 ns. After routing, the total negative slack on setup checks comes to 0 ns. Synthesis handed over a netlist of 2665 instances.

On the worst path, the slowest cell contributes a delay of 0.39 ns. Initial core utilization landed at 30.4%. Looking at hold timing, the worst path starts from Lcd_Ge_Data_V.eated. OpenSTA lists the critical path endpoint as lcdclk_9M. Yosys reported that registers with async set or reset make up a little over nine tenths. Global-route usage over all layers landed at a little under a fifth. Number of violations reported at the end of detailed-routing iteration 0 landed at 1373. Per the synth log, the flip-flop and latch total comes to 237. The worst setup path is captured at an output port. Per the post-route antenna check, the number of violating nets is 0.

Data on the critical path is required at its endpoint by 9.84 ns. After synthesis the cells add up to 22300 sq um. TritonRoute reported its final design rule violation total as 8.

Number of failing hold endpoints at the final stage landed at 0. After clock tree synthesis, the repair step resized 0 gates. Tally of buffers added on design ports landed at 34. Yosys printed 0 warnings. Leaving out fill and tap cells, the most frequent cell in the layout is sky130_fd_sc_hd__ha_1. STA classifies the critical path startpoint as a clock port. The initial antenna violation count was 1. The number of global-route vias before repair was 18700. Per the STA report, the cell with the highest stage delay on the worst path is sky130_fd_sc_hd__clkdlybuf4s50_1. Count of final max-slew check failures landed at 0.

Largest driver fanout on the critical path landed at 2. Summed over all nets, the half-perimeter wirelength after detailed placement is 48500 um. Final setup slack of the worst path landed at 3.06 ns. Per STA, the library cell used most along the worst path is sky130_fd_sc_hd__clkbuf_16.

The tool flagged a number of max-cap violations equal to 0. Depth of the worst register-to-register path landed at 13. Setup repair after global routing left no endpoint under its margin. Synthesized area per cell landed at 8.35 sq um.

The filler cells instantiated in the layout total 7389. By instance count after routing, the leading logic cell types are sky130_fd_sc_hd__ha_1, sky130_fd_sc_hd__nand2_1, sky130_fd_sc_hd__dfrtp_1, sky130_fd_sc_hd__a22oi_1, sky130_fd_sc_hd__o21ai_0. Number of setup buffers added after CTS landed at 0. The analysis attributes to cell leakage a power of approximately 10 nW. Tally of OpenROAD warnings landed at 99.

In this run the VDD rail shows a maximum IR drop of 0.131 mV. Number of distinct standard cells referenced by the synthesized netlist landed at 88. Entering global routing, the biggest net connects approximately 67 pins. Worst-case headroom to the max-slew limit landed at 37.1%. For this design, the CTS-stage hold fixing added 0 buffers.

The first global-routing pass estimated 108000 um of wire. Maximum clock skew at final layout landed at 0.0139 ns. After floorplanning, the core was sized to cover about 73000 sq um. The endpoint identified for the worst register-to-register timing path is Lcd_Ge_Data_V.lcd_data_out[16].

For this run, the detailed router reports a per-instance via density of 5.36. For this block, the via count after detailed routing is 19300. Among cell families on the critical path, the largest total delay comes from buffers and inverters. The critical path is of the clk2out type. In the final routed layout, each cell accounts on average for roughly 19 um.
## worst register-to-register path, stage by stage (launching register included)
cell and delay (ns):
sky130_fd_sc_hd__dfrtp_1 0.48, sky130_fd_sc_hd__ha_1 0.37, sky130_fd_sc_hd__nor4b_1 0.41, sky130_fd_sc_hd__a211o_1 0.36, sky130_fd_sc_hd__or2_2 0.50, sky130_fd_sc_hd__ha_1 0.34
sky130_fd_sc_hd__nand2_1 0.07, sky130_fd_sc_hd__a211oi_1 0.06, sky130_fd_sc_hd__or3_1 0.36, sky130_fd_sc_hd__a31oi_1 0.39, sky130_fd_sc_hd__nand4_1 0.22, sky130_fd_sc_hd__o2111ai_1 0.17
sky130_fd_sc_hd__and4b_1 0.27, sky130_fd_sc_hd__or2_1 0.22
## where the power goes
group          switching [W]  total, W  internal (W)
Sequential          0.000497   0.00149      0.000994
Combinational        0.00201   0.00341       0.00140
Clock               0.000349  0.000889      0.000540
Total                0.00286   0.00579       0.00293
## stage by stage
stage	std cells	hold slack [ns]	cell area [sq um]	power, W	util, %
floorplan	2672	0.397	22300	0.00383	-
global placement	3558	0.435	23500	0.00484	32.1
detailed placement	3558	0.421	23500	0.00488	32.1
CTS	3608	0.471	24500	0.00579	33.5
global route	3608	0.506	24500	0.00634	33.5
finish	3608	0.466	24500	0.00579	33.5
## cell type report
| type | count | area share [%] |
|---|---|---|
| Multi-Input combinational cell | 2076 | 60.8 |
| Clock buffer | 42 | 3.61 |
| Inverter | 196 | 3.00 |
| Sequential cell | 237 | 24.2 |
| Tap cell | 959 | 4.90 |
| Timing Repair Buffer | 89 | 3.08 |
| Clock inverter | 9 | 0.424 |
## synthesized netlist by cell type (all sizes together) (13+ instances only)
master,instances,area [sq um]
a31oi,20,125
nand2,286,1080
dfstp,15,394
buf,55,382
a22oi,219,1640
a211oi,19,143
and3,16,100
nor2,151,567
nand4,59,375
nor2b,22,138
xnor2,141,1230
o21a,27,203
ha,353,4420
nand2b,17,106
a21oi,124,624
inv,195,732
clkbuf,108,405
nand3,66,330
nor3,44,241
dfrtp,219,5480
o211ai,13,97.6
o21ai,242,1240
a21o,31,233
xor2,28,245
## sequential cells by signal, summed over array words and instances, names as in the netlist
register	cells
Lcd_Ge_Data_V.Food	16
Lcd_Ge_Data_V.Snake	152
Lcd_Ge_Data_V.add_index	3
Lcd_Ge_Data_V.direct	2
Lcd_Ge_Data_V.eated	1
Lcd_Ge_Data_V.lcd_data_out	3
Lcd_Ge_Data_V.speed	31
Lcd_Ge_Data_V.sub_index	3
cnt_h	12
cnt_v	10
lcd_data	4
## cells by family after synthesis
family / count (synthesis) / synth area share (%)
compound gates: 807 / 23.9
simple gates: 726 / 15.3
buf+inv: 359 / 6.84
fa+ha+maj: 358 / 20.2
flops: 237 / 26.7
xor+xnor: 169 / 6.65
mux: 7 / 0.326
other cells: 2 / 0.0337
## metal layers
layer / global-route usage, % / share of wire (%) / vias up
met3: 3.69 / 6.3 / 110
met5: 0.0642 / 0.018 / -
met4: 4.84 / 2.9 / 2
li1: - / - / 9534
met2: 29.8 / 46 / 570
met1: 26.0 / 45 / 9119
## worst min path at each step
stage / to / cells past startpoint
5_1_grt: Lcd_Ge_Data_V.Food[0] / 1
4_1_cts: Lcd_Ge_Data_V.Food[0] / 1
6_report: Lcd_Ge_Data_V.Food[0] / 1
Power and IR drop assume default switching activity.
